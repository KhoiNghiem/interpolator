<file path="./design.v">
module dff #(
    parameter DATA_WIDTH = 19
) (
    input clk,
    input rst_n,
    input [DATA_WIDTH-1:0] d,
    output reg [DATA_WIDTH-1:0] q
);
always @(posedge clk or negedge rst_n) begin
    if (!rst_n) begin
        q <= 0;
    end else begin
        q <= d;
    end
end
endmodule
</file>
<file path="./run.sh">
#!/bin/bash
# OpenROAD 26Q1-2900-gdf79404cd8, Yosys 0.63+post, stock flow scripts
make -C /OpenROAD-flow-scripts/flow DESIGN_CONFIG=/design/flow/config.mk WORK_HOME=/design/flow/orfs finish
</file>
<file path="./config.mk">
export PLATFORM = sky130hd
export DESIGN_NAME = dff
export DESIGN_NICKNAME = dff
export VERILOG_FILES = /design/flow/design.v
export SDC_FILE = /design/flow/constraint.sdc
export NUM_CORES = 4
export LEC_CHECK = 1
export CORE_AREA = 10 10 70 70
export DIE_AREA = 0 0 80 80
</file>
<file path="./constraint.sdc">
current_design dff

set clk_period 1.0
set clk_io_pct 0.2

create_clock -name clk0 -period $clk_period [get_ports {clk}]

set non_clock_inputs [all_inputs -no_clocks]
set_input_delay [expr $clk_period * $clk_io_pct] -clock clk0 $non_clock_inputs
set_output_delay [expr $clk_period * $clk_io_pct] -clock clk0 [all_outputs]
</file>
==> results.json <==
{
  "crit_path_start_kind": "flop",
  "synth_flops": 19,
  "hold_viol": 0,
  "synth_stat.cells": 19,
  "cts_buffer_depth": 2,
  "cts_tree": "yes",
  "power_density_nw_per_um2": 1513,
  "layout.area.comb_um2": 0,
  "grt_pass1_vias": 401,
  "port_buffers": 39,
  "grt_first_pass_wirelength_um": 2104,
  "synth_cell_type_count": 1,
  "path_clk_slew_ps": 100,
  "drt_iter0_markers": 2,
  "dr.pass1.iters": 2,
  "ys_seq_frac": 1.000,
  "coreArea_um2": 3416,
  "fp-row-count": 21,
  "drc": 0,
  "chipArea_um2": 6400,
  "status": "complete, no violations",
  "largestRegisters": "q x19",
  "grt_max_degree": 12,
  "yosysWarnings": 1,
  "antenna_left": 0,
  "grt.overflow.total": 0,
  "numCtsBuffers": 3,
  "cap_viol_max_count": 0,
  "synthToLayoutAreaGrowth_pct": 82.89,
  "crit_chain": "buf_2",
  "required_ps": 800,
  "finalMaxSlewViolations": 0,
  "rsz0062_at_grt": "yes",
  "syn_inst": 19,
  "fin_crit_ps": 977.9,
  "dp_cells": 106,
  "num-multi-input-gates": 0,
  "syn_avg_cell_area_um2": 25.02,
  "crit_buf_inv": 1,
  "path_delay_family": "flip-flops",
  "power.internal_mw": 1.057,
  "syn_area_um2": 475.5,
  "clock.fmax_ghz": 1.023,
  "fin_cells": 110,
  "wl_um": 1355,
  "cp_max_fo": 1,
  "setup-tns-final_ps": 0,
  "clkPwrFrac": 0.284,
  "post_drt_via_cell_ratio": 2.964,
  "die_w_um": 80,
  "pwr-share-comb": 0.098,
  "globalRouteTotalUtil": 0.04176,
  "post-route-period-util": 0.9779,
  "ir_drop_mv": 0.5113,
  "hpwlAfterDp_um": 1160,
  "largest_reg_flops": 19,
  "htreeDepth": 1,
  "min_path_type": "in -> async",
  "cts-root-buf": "clkbuf_4",
  "top_register": "q",
  "power_switching_mw": 0.2585,
  "slew_headroom": 0.9097,
  "n_fill_cell": 367,
  "wire_per_inst_um": 12.32,
  "grt_antenna_before_repair": 0,
  "tightest_slew_ps": 135.4,
  "slowest_stage": "dfrtp_1",
  "postCtsSetupBuffers": 0,
  "crit_type": "reg -> out",
  "fp-utilization": 0.1392,
  "drive_gt1_frac": 0.3750,
  "antenna_cells": 0,
  "end_kind": "output pin",
  "num_vias": 326,
  "pin_count": 40,
  "cpPeakStageDelay_ps": 380,
  "cts.sinks": 19,
  "power_frac_seq": 0.618,
  "gp_congestion": 0.7638,
  "die_h_um": 80,
  "crit_arrival_ps": 780,
  "finalSetupViolCount": 0,
  "tool_warnings": 27,
  "leakage_nw": 0.3990,
  "p_sw_frac": 0.1965,
  "ys_chip_area_um2": 475.5
}
cell usage after synthesis, drive strengths merged:
cell   number  area, um^2
dfrtp      19       475.5
power groups by stage:
stage     clock network [mW]  logic [mW]  registers [mW]
4_1_cts                0.407       0.136           0.814
5_1_grt                0.444       0.143           0.818
6_report               0.374       0.129           0.813
through the flow:
stage	hold slack (ps)	power [mW]	util	worst slack, ps	cell area, um^2
2_1_floorplan	-95.59	0.8206	-	487.9	475.5
3_3_place_gp	533.8	1.002	0.2747	16.76	938.4
3_5_place_dp	532.9	1.003	0.2747	17.17	938.4
4_1_cts	200.7	1.357	0.2546	-0.5208	869.6
5_1_grt	200.8	1.406	0.2546	-28.62	869.6
6_report	211.4	1.316	0.2546	22.05	869.6
final timing paths:
path,startpoint,endpoint,slack (ps),cells after the start
setup / recovery,q[4]$_DFF_PN0_,q[4],20,1
hold / removal,rst_n,q[15]$_DFF_PN0_,210,2
max in group asynchronous,rst_n,q[6]$_DFF_PN0_,640,2
min in group clk0,d[15],q[15]$_DFF_PN0_,340,1
logic make-up (layout without fill, tap and decap cells):
group,Yosys count,in the layout,synth area share
DFF,19,19,1.000
buffers and inverters,0,45,0
final cells by class:
class / instances / area, um^2 / share of cell area
sequential: 19 / 475.5 / 0.5468
timing repair buffer: 41 / 310.3 / 0.3568
clock buffer: 4 / 26.28 / 0.03022
tap: 46 / 57.56 / 0.06619
cells in the final DEF, fill, tap and decap left out:
cell type / n
buf_2: 19
buf_4: 2
clkbuf_1: 1
clkbuf_4: 3
clkdlybuf4s50_1: 20
dfrtp_1: 19
routing by layer:
metal / GRT usage / vias up / part of all wire
met5: 0 / - / 0
met4: 0.01408 / 0 / 0.021
met3: 0.01818 / 2 / 0.12
met2: 0.06421 / 24 / 0.45
met1: 0.05123 / 152 / 0.41
li1: - / 148 / -
repair_timing:
item	in CTS	in global routing
cloned	0	0
hold buffers	0	0
gates resized	57	0
pin swaps	0	0
endpoints found under the setup margin	19	18
No activity file was given, so power comes from the tool's default toggle rates.
