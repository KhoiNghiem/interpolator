$ cat design.v
module shift_reg #(
    parameter DATA_WIDTH = 19
)(
    input                   clk,
    input                   rst_n,
    input                   load_new_x,
    input  [DATA_WIDTH-1:0] x_in,            
    output [DATA_WIDTH-1:0] x_p2,            
    output [DATA_WIDTH-1:0] x_p1,            
    output [DATA_WIDTH-1:0] x_0,             
    output [DATA_WIDTH-1:0] x_m1             
);
    reg [DATA_WIDTH-1:0] x_delay [0:3];
    always @(posedge clk or negedge rst_n) begin
        if (!rst_n) begin
            x_delay[0] <= 0;
            x_delay[1] <= 0;
            x_delay[2] <= 0;
            x_delay[3] <= 0;
        end else if (load_new_x) begin
            x_delay[3] <= x_delay[2];
            x_delay[2] <= x_delay[1];
            x_delay[1] <= x_delay[0];
            x_delay[0] <= x_in;
        end
    end
    assign x_p2 = x_delay[0];   
    assign x_p1  = x_delay[1];   
    assign x_0 = x_delay[2];   
    assign x_m1 = x_delay[3];   
endmodule
$ cat run.sh
#!/bin/bash
# OpenROAD 26Q1-2900-gdf79404cd8, Yosys 0.63+post, stock flow scripts
make -C /OpenROAD-flow-scripts/flow DESIGN_CONFIG=/design/flow/config.mk WORK_HOME=/design/flow/orfs finish
$ cat constraint.sdc
current_design shift_reg

set clk_period 1.5
set clk_io_pct 0.2

create_clock -name clk0 -period $clk_period [get_ports {clk}]

set non_clock_inputs [all_inputs -no_clocks]
set_input_delay [expr $clk_period * $clk_io_pct] -clock clk0 $non_clock_inputs
set_output_delay [expr $clk_period * $clk_io_pct] -clock clk0 [all_outputs]
$ cat config.mk
export PLATFORM = sky130hd
export DESIGN_NAME = shift_reg
export DESIGN_NICKNAME = shift_reg
export VERILOG_FILES = /design/flow/design.v
export SDC_FILE = /design/flow/constraint.sdc
export NUM_CORES = 4
export LEC_CHECK = 1
export CORE_UTILIZATION = 30
==> run summary <==
yosys + openroad results -> result of the run=finished, final reports clean, via density per instance=between 4 and 5, CORE AREA=approximately 0.0094 sq mm, clock buffer depth=2, post-layout minimum cycle time=approximately 1.4 ns, total CTS buffers=9, Crit Path Class=register to output pin, final worst path period share=0.962, standard-cell row count=35, post-route antenna net violation count=0, Mean Syn Cell Area=between 15 and 20 sq um, number of standard cells in the final layout excluding fillers=approximately 470, flip-flop count of the largest register after layout=roughly 76, CP endpoint kind=output pin, largest clock skew in the final design=approximately 0.0034 ns, total power density per cell area=1120 mW/mm^2, Clock Tree Root=clkbuf_8, static leakage=2.72 nW, slew at the pin closest to its max-slew limit=~0.26 ns, fraction of synthesized cell area taken by the top area cell type=0.639, Max-Cap Viols=0, final weighted congestion in routability-driven placement=between 0.7 and 0.8, instance count after placement with tap cells included=382, number of buffers inserted by port buffering=slightly below 100, class of the tightest hold or removal check=input port to async pin, antenna violations before repair=0, maximum achievable frequency=slightly below 700 MHz, pin count of the biggest net entering global routing=77, cell types with the largest area share after synthesis=dfrtp_1 64%, mux2_4 20%, mux2_2 14%, buf_6 1.5%, buf_2 0.50%, Setup Viol. Count Final=0, top register by number of flip-flops=x_delay, Die Wd=approximately 100 um, final global-route overflow total=0, post-synthesis cell type with the largest combined area=dfrtp_1, Crit path required time=between 1 and 1.5 ns, DRC Markers=0, post-synthesis cell count from yosys=between 150 and 200, worst stage delay on the critical path=between 0.4 and 0.5 ns, drt wl/cell=about 13 um, GRT Resource Usage Total=0.115, post-synthesis register bit count=roughly 76, antenna fix cells=0, Min Hold Slack=0.0235 ns, critical path launch point type=register, CTS Sinks=between 70 and 80, Mapped Cells=160, EDFF count, synth=0, post-DP HPWL=roughly 3400 um, arithmetic-cell share of the synthesized area counting full adders, half adders and majority gates=0, DIE HEIGHT=between 100 and 150 um, crit path DAT=between 1 and 1.5 ns, effective utilization at floorplan=0.316, final-layout fill cell count=795, Top Registers=x_delay: 76 flops, maximum level of the CTS H-tree=3, number of iterations in the first detailed-routing pass=4, portion of the post-synthesis area used by sequential elements=0.639, number of buffer and inverter instances along the worst setup path=1, first-pass GRT wire length=between 9000 and 10000 um, OpenROAD warnings=26, distinct cell type count after synthesis=6, slowest CP cell=clkdlybuf4s50_1, worst-case headroom to the max-slew limit=0.827, # IOs=between 90 and 100, Synth Area in XOR/XNOR=0, biggest fanout along the worst timing path=2, Final Power=5.54 mW, Netlist Area Pre-Place=about 0.0030 sq mm, proportion of layout cells with a drive suffix above 1=0.487, share of flip-flops with an asynchronous set or reset after synthesis=1.00, Post-synth top cells=76 x dfrtp_1, 40 x mux2_4, 36 x mux2_2, clock tree from TritonCTS=done, dominant cell by count in the synthesized netlist=dfrtp_1, crit-path leading delay family=buffers and inverters, post-synthesis compound-gate area fraction=0, Reg clk slew, reported paths=around 0.07 ns, vias in the first global route=between 1500 and 2000, final wirelength=around 6000 um, total cell area reported by yosys after synthesis=around 0.0030 sq mm, flip-flop cell with the highest count after synthesis=dfrtp_1, count of vias placed by the detailed router=~1900, DRT iter0 DRCs=29, relative area change from synthesis to final layout=65.9%, final number of hold-violating endpoints=0, cell-by-cell listing of the critical path=clkdlybuf4s50_1, area of the chip=0.0103 sq mm, worst-case vdd ir drop=approximately 0.47 mV, Synth logic family=multiplexers, YS warnings=2, post-synthesis simple-gate area fraction=0, Skew-Pair Late Insertion Delay=0.33 ns, mux frac, synth=0.338, fin. max-slew vios=0
## stage by stage
stage | setup TNS (ns) | worst slack, ns | utilization | area [sq um]
detailed placement | 0 | 0.219 | 0.436 | 4100
finish | 0 | 0.0564 | 0.524 | 4940
floorplan | 0 | 0.448 | - | 2980
global placement | 0 | 0.217 | 0.436 | 4100
global route | -0.0278 | -0.0151 | 0.524 | 4940
CTS | 0 | 0.00108 | 0.488 | 4590
## cells by family (layout without fill, tap and decap cells)
group / after synthesis / after routing
buffers and inverters: 8 / 185
DFF: 76 / 76
muxes: 76 / 76
## cell usage in the layout, fill, tap and decap left out
| cell | count |
|---|---|
| dfrtp_1 | 76 |
| clkbuf_8 | 11 |
| mux2_4 | 40 |
| buf_12 | 5 |
| clkdlybuf4s50_1 | 26 |
| clkinv_2 | 2 |
| buf_4 | 69 |
| dlygate4sd2_1 | 19 |
| mux2_2 | 36 |
| clkbuf_1 | 2 |
| dlymetal6s2s_1 | 50 |
| buf_16 | 1 |
## timing repair
item                                    CTS  global route
endpoints found under the setup margin   54            54
hold endpoints to repair                 76            27
gates resized                            19            50
setup buffers                            46            20
pin swaps                                 0             0
## layout make-up
| class | instances | area, sq um | share of cell area |
|---|---|---|---|
| sequential | 76 | 1900 | 0.385 |
| clock buffer | 13 | 159 | 0.0322 |
| timing repair buffer | 170 | 1700 | 0.344 |
| tap | 129 | 161 | 0.0327 |
| clock inverter | 2 | 10.0 | 0.00203 |
| multi-input combinational | 76 | 1010 | 0.204 |
## path summary, 6_finish.rpt
kind,from,to,slack (ns),depth (start not counted)
hold / removal,rst_n,x_delay[1][16],0.02,3
setup / recovery,x_delay[0][1],x_p2[1],0.06,1
max in group asynchronous,rst_n,x_delay[2][6],1.25,3
setup reg to reg,x_delay[1][15],x_delay[1][15],0.48,3
hold reg to reg,x_delay[3][18],x_delay[3][18],0.51,1
min in group clk0,load_new_x,x_delay[1][0],0.40,2
## report_power, final
part           internal (mW)  switching, mW
sequential              2.40          0.185
clock                  0.679          0.681
combinational           1.23          0.357
## per-layer routing
metal  global-route usage  share of wire  vias to the layer above
li1                     -              -                      915
met1                0.172           0.46                      956
met2                0.165           0.45                       65
met3               0.0497          0.088                        3
met4               0.0134         0.0053                        0
met5                    0              0                        -
Power and IR drop assume default switching activity.
